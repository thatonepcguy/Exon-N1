### config.mk
export PLATFORM = sky130hd
export DESIGN_NAME = IF_Stage
export DESIGN_NICKNAME = IF_Stage
export VERILOG_FILES = /design/flow/design.v
export SDC_FILE = /design/flow/constraint.sdc
export NUM_CORES = 4
export LEC_CHECK = 1
export CORE_UTILIZATION = 30
export SYNTH_HDL_FRONTEND = slang
### run.sh
#!/bin/bash
# OpenROAD 26Q1-2900-gdf79404cd8, Yosys 0.63+post, stock flow scripts
make -C /OpenROAD-flow-scripts/flow DESIGN_CONFIG=/design/flow/config.mk WORK_HOME=/design/flow/orfs finish
### design.v
`pragma once
typedef struct packed {
    logic [31:0] PC;
} if_stage_output_t;
typedef struct packed {
    logic [3:0] aluOpSel;
    logic memImm;
    logic readMem;
    logic writeMem;
    logic wb;
    logic [1:0] memAccessSize;
    logic branch;
    logic jump;
    logic [1:0] preMemEXMux1;  
    logic [1:0] preMemEXMux2;  
    logic [1:0] postMemExMux1;  
    logic adrMux1;  
    logic adrMux2;  
} control_signals_t;
typedef struct packed {
    logic [31:0] PC;
    logic [31:0] imm;
    control_signals_t controlSignals;
    logic [31:0] r1;
    logic [31:0] r2;
    logic [31:0] r3;
    logic [4:0] rd;
    logic branchPrediction;
} id_stage_output_t;
typedef struct packed {
    logic [31:0] PC;
    logic [31:0] imm;
    logic [31:0] memAdr;
    control_signals_t controlSignals;
    logic [31:0] r1;
    logic [31:0] r2;
    logic [31:0] r3;
    logic [4:0] rd;
    logic branchPrediction;
} adr_stage_output_t;
typedef struct packed {
    logic [31:0] address;
} l1i_request_t;
typedef struct packed {
    logic [31:0] flushAddress;
    logic flushEn;
} flush_req_t;
typedef struct packed {
    logic stallEn;
    logic start;
} stall_t;
module IF_Stage #(
    parameter width = 32
    ) (
    input wire clk,
    input wire clkEn, 
    input wire rst,
    input flush_req_t flush,
    input stall_t stall,
    output if_stage_output_t stageOutput,
    output l1i_request_t L1iRequest
);
    reg [width-1:0] PC;
    always_ff @(posedge clk) begin
        if (rst) begin
            PC <= 0;
            stageOutput.PC <= 0;
        end else if (clkEn) begin
            if (!stall.stallEn) begin
                stageOutput.PC <= PC;
                PC <= PC+4;
            end else if (flush.flushEn) begin
                PC <= flush.flushAddress;
                stageOutput <= 0;
            end else if (stall.stallEn && stall.start) begin
                stageOutput <= 0;
            end
        end 
    end
    assign L1iRequest.address = (flush.flushEn) ? flush.flushAddress : PC;
endmodule
### constraint.sdc
current_design IF_Stage

set clk_period 5.4
set clk_io_pct 0.2

create_clock -name clk0 -period $clk_period [get_ports {clk}]

set non_clock_inputs [all_inputs -no_clocks]
set_input_delay [expr $clk_period * $clk_io_pct] -clock clk0 $non_clock_inputs
set_output_delay [expr $clk_period * $clk_io_pct] -clock clk0 [all_outputs]
==> results_slide.txt <==
Run Summary

Layout
  – Non-Filler Instances: just under 700
  – Post-Route Utilization: between 40% and 50%
  – Layout area overhead: 37.17%
  – Share of cells above drive strength 1: a little under an eighth
  – Fillers: 1114
  – Reg area: about 1300 um2
  – Logic area: 2118 um2

Final timing
  – Slew @ Worst Pin: 0.7407 ns
  – Tcrit/Tclk final: a little under three quarters
  – Fmax: 257.7 MHz
  – RSZ-0062 raised after global routing: no
  – Tmin final: roughly 3.9 ns
  – Final Max Tran Viols: 0
  – Setup TNS: 0 ns
  – Slew Limit Headroom: between 50% and 60%
  – Clock Skew: 0.006704 ns
  – Final hold violations: 0
  – Final setup viols: 0

Run
  – Log Warnings: 25
  – Max-cap violations: 0

Placement
  – Hpwl dp: 7642 um
  – Port Buffer Count: 101
  – RePlAce Congestion: approximately 0.83
  – Placed Cells: between 600 and 700

Synthesis
  – Avg Cell Area, Syn: approximately 7.7 um2
  – Seq/Total Area, Yosys: between 30% and 40%
  – Post-synth regs: ~64
  – Yosys cell count: between 400 and 500
  – Post-Syn Instances: about 470
  – Netlist cell types: 55
  – Post-synth ARST share: 0%
  – Post-synth EDFFs: 0
  – Dominant flop cell: dfxtp_1
  – Yosys Chip Area: roughly 3600 um2
  – Synth Cell Area: between 3000 and 4000 um2
  – Synth warn: 0

Hold path
  – Hold depth: 2
  – Min-Delay Startpoint: stageOutput[5]
  – Min-Delay Path Class: register to register
  – Hold Crit Endpoint: stageOutput[5]

Critical path
  – CP max stage cell: clkdlybuf4s50_1
  – Crit Reg-Reg Startpoint: PC[2]
  – Cell Chain, Critical Path: clkdlybuf4s50_1, buf_4, mux2_2, clkdlybuf4s50_1
  – Crit path largest cell delay: between 0.4 and 0.5 ns
  – Crit-path max FO: 38
  – Critical Path Source Type: primary input
  – Cell repeated most along the worst path: clkdlybuf4s50_1
  – Worst Path Class, Setup: primary input to output pin
  – R2R setup slack: between 3 and 4 ns
  – FF-to-FF path depth: 6
  – Crit end category: output pin
  – WP data required: roughly 4.3 ns
  – Worst R2R End: PC[20]
  – CP Data Arrival Time: ~2.8 ns

CTS
  – Late-Pin Clk Latency: around 0.33 ns
  – Root buf cell: clkbuf_16
  – CTS sink cnt: around 64
  – Post-CTS Setup Bufs: 0
  – Post-CTS Hold Buffers: 0
  – CTS tree: built
  – Cts bufs inserted: 9
  – Reg clk slew, reported paths: 0.05 ns
  – Clock Tree Buf Depth: 2
  – H-tree levels: 3
  – Post-CTS resize count: 0

Global route
  – Gr ovfl total: 0
  – Gr usage total: between 10% and 20%
  – Largest net degree at the start of global routing: ~65
  – Vias in the first global route: roughly 3600
  – Initial antenna violation count: 0
  – Global-route wire length before repair: 18860 um

Drt
  – DRT Pass-1 Iters: 16
  – Vias: approximately 3800
  – Avg WL per Cell: 16.92 um
  – Residual DRC: 0
  – Detail Route Antenna Nets: 0
  – Drt total wl: between 10000 and 15000 um
  – Vias per inst: ~5.4
  – Iteration-0 DRC Markers: 302
  – Antenna cell count: 0

Floorplanning
  – Die Area: 12480 um2
  – Total core area: 11560 um2
  – Die height: 111.7 um
  – Die width: 111.7 um
  – Fp_density: 31.23%
  – Rows: 39
  – Top Ports: ~100

Pwr
  – Max VDD drop: around 0.16 mV
  – Pleak: between 1.5 and 2 nW
  – Cell Pwr Density: ~260 nW/um2

Run status
  – Outcome: finished clean
==> cells in the final DEF, fill, tap and decap left out, types with 3 or more instances in the layout <==
cell / instances
nand4_1: 5
nor2_1: 47
clkdlybuf4s50_1: 99
o31ai_1: 3
buf_4: 7
and3_1: 3
a22oi_1: 16
a31oi_1: 6
inv_1: 8
o21ai_0: 24
a21o_1: 5
a211oi_1: 3
nand3_1: 43
o211ai_1: 3
or3_1: 3
nand2_1: 63
clkbuf_16: 9
mux2_2: 27
and2_1: 3
nor4_1: 3
mux2i_1: 3
nor3_1: 10
dfxtp_1: 64
a21oi_1: 47
==> worst max path at each step <==
stage | startpoint | to | slack, ns | cells after the start
after global routing | flush[0] | L1iRequest[17] | 1.42 | 4
final | flush[0] | L1iRequest[17] | 1.52 | 4
after CTS | flush[0] | L1iRequest[17] | 1.49 | 4
==> flip-flops by register name, summed over array words and instances (netlist names) <==
name	cells
PC	32
stageOutput	32
==> critical path, delay by kind of cell <==
family,cells,cell delay [ns]
buf+inv,3,1.29
mux,1,0.41
==> cell families (layout without fill, tap and decap cells) <==
group                      count (synthesis)  in the layout  share of synthesized area, %
AOI/OAI and AO/OA                        127            127                         22.03
DFF                                       64             64                         35.47
and+or+nand+nor                          194            194                         26.67
adders and majority gates                  1              1                        0.3463
xor gates and xnor gates                   1              1                        0.2425
muxes                                     30             30                         9.248
buffers and inverters                     50            132                         5.992
==> Yosys cell counts, drive strengths merged, types with 4 or more instances <==
library cell  instances  area share [%]
a21o                  5             1.0
a21oi                47             6.5
a22oi                16             3.3
a31oi                 6             1.0
and2                  4            0.76
buf                  14             2.3
clkbuf               27             2.8
dfxtp                64              35
inv                   8            0.83
mux2                 27             8.4
nand2                63             6.5
nand3                44             6.2
nand4                 8             2.4
nor2                 47             4.9
nor3                 10             1.4
nor4                  7             2.4
o21ai                25             3.5
o31ai                 4            0.97
==> report_power, final <==
part	switching (W)	internal, W
logic	0.0000842	0.000101
registers	0.0000250	0.000489
clock network	0.000203	0.000367
total	0.000312	0.000956
==> layout make-up <==
type                       instances  area share [%]
multi-input combinational        353           42.75
clock inverter                     3          0.8586
timing repair buffer             108           21.26
inverter                           9          0.6818
sequential                        64           25.86
clock buffer                      12           4.975
tap                              143           3.611
==> metal layers <==
layer	up-vias	global-route usage (%)	share of wire (%)
li1	1840	-	-
met1	1764	28.02	45
met2	152	30.43	46
met3	14	3.158	7.2
met4	0	2.973	1.1
met5	-	0	0
==> per-stage QoR <==
step | setup WS (ns) | power [W] | hold slack, ns | instance area (um2)
after detailed placement | 1.513 | 0.0007075 | 0.4442 | 4666
after CTS | 1.494 | 0.001280 | 0.4527 | 4955
final | 1.519 | 0.001268 | 0.4511 | 4955
after global routing | 1.423 | 0.001319 | 0.4663 | 4955
after floorplan | 2.227 | 0.0006099 | 0.4174 | 3612
after global placement | 1.510 | 0.0007059 | 0.4395 | 4666
Power and IR drop assume default switching activity.
