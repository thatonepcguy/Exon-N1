$ cat /design/flow/design.v
`pragma once
typedef struct packed {
    logic [31:0] PC;
} if_stage_output_t;
typedef struct packed {
    logic [3:0] aluOpSel;
    logic memImm;
    logic readMem;
    logic writeMem;
    logic wb;
    logic [1:0] memAccessSize;
    logic branch;
    logic jump;
    logic [1:0] preMemEXMux1;  
    logic [1:0] preMemEXMux2;  
    logic [1:0] postMemExMux1;  
    logic adrMux1;  
    logic adrMux2;  
} control_signals_t;
typedef struct packed {
    logic [31:0] PC;
    logic [31:0] imm;
    control_signals_t controlSignals;
    logic [31:0] r1;
    logic [31:0] r2;
    logic [31:0] r3;
    logic [4:0] rd;
    logic branchPrediction;
} id_stage_output_t;
typedef struct packed {
    logic [31:0] PC;
    logic [31:0] imm;
    logic [31:0] memAdr;
    control_signals_t controlSignals;
    logic [31:0] r1;
    logic [31:0] r2;
    logic [31:0] r3;
    logic [4:0] rd;
    logic branchPrediction;
} adr_stage_output_t;
typedef struct packed {
    logic [31:0] address;
} l1i_request_t;
typedef struct packed {
    logic [31:0] flushAddress;
    logic flushEn;
} flush_req_t;
typedef struct packed {
    logic stallEn;
    logic start;
} stall_t;
module ID_Stage #(
    parameter width = 32
)(
    input clk,
    input clkEn,
    input rst,
    input flush_req_t flush,
    input stall_t stall,
    input if_stage_output_t stageInput,
    output id_stage_output_t stageOutput,
    input wire [width-1:0] instruction
);
    always_ff @(posedge clk) begin
        if (rst) begin
            stageOutput <= 0;
        end else if (clkEn) begin
            if (!stall.stallEn) begin
                stageOutput.PC <= stageInput.PC;
            end else if (flush.flushEn) begin
                stageOutput <= 0;
            end else if (stall.stallEn && stall.start) begin
                stageOutput <= 0;
            end
        end 
    end
    always_comb begin
    end
endmodule
$ cat /design/flow/run.sh
#!/bin/bash
# OpenROAD 26Q1-2900-gdf79404cd8, Yosys 0.63+post, stock flow scripts
make -C /OpenROAD-flow-scripts/flow DESIGN_CONFIG=/design/flow/config.mk WORK_HOME=/design/flow/orfs finish
$ cat /design/flow/config.mk
export PLATFORM = sky130hd
export DESIGN_NAME = ID_Stage
export DESIGN_NICKNAME = ID_Stage
export VERILOG_FILES = /design/flow/design.v
export SDC_FILE = /design/flow/constraint.sdc
export NUM_CORES = 4
export LEC_CHECK = 1
export CORE_AREA = 10 10 118 118
export DIE_AREA = 0 0 128 128
export SYNTH_HDL_FRONTEND = slang
$ cat /design/flow/constraint.sdc
current_design ID_Stage

set clk_period 4.7
set clk_io_pct 0.2

create_clock -name clk0 -period $clk_period [get_ports {clk}]

set non_clock_inputs [all_inputs -no_clocks]
set_input_delay [expr $clk_period * $clk_io_pct] -clock clk0 $non_clock_inputs
set_output_delay [expr $clk_period * $clk_io_pct] -clock clk0 [all_outputs]
==> PnR_summary.wiki <==
== Run summary ==
{| class="wikitable"
! Metric !! Value
|-
| Root buf cell || clkbuf_16
|-
| Detailed-router iteration count before antenna repair || 2
|-
| Number of warning messages in the logs || 89
|-
| Iter 0 DRT Violations || 40
|-
| Layout fillers || 1233
|-
| Global route total overflow || 0
|-
| Number of setup buffers added after CTS || 0
|-
| Syn Area/Cell || 9.62 sq um
|-
| Design internal power || 591 uW
|-
| Count of instances resized after the clock tree is built || 0
|-
| Number of global-route vias before repair || 1479
|-
| Total of warnings raised by yosys || 0
|-
| Total track usage || between 5 and 6%
|-
| Data arrival time of the worst path || 2640 ps
|-
| Post-layout power || 732 uW
|-
| Later-pin clock latency in the skew report || approximately 270 ps
|-
| Dominant cell type by area after synthesis || buf_4
|-
| Outcome || finished clean
|-
| Via density || 2.88
|-
| Count of pins over their slew limit || 0
|-
| Total inserted antenna cells || 0
|-
| Logic area || 927 sq um
|-
| Static Leak || 1.24 nW
|-
| Pin count of the biggest net entering global routing || 33
|-
| Ports || 288
|-
| Startpoint types || input pin
|-
| GP Congestion || approximately 0.74
|-
| Switching power summed over all nets || 141 uW
|-
| Crit-path max cell delay || 640 ps
|-
| Finished Layout Cells || about 440
|-
| Fin worst setup slack || 2270 ps
|-
| CTS tree || done
|-
| Average detailed-routed wire length per instance || 12.1 um
|-
| Critical setup path kind || in -> reg
|-
| Worst Setup End Kind || register
|-
| MaxCap Viol Count || 0
|-
| Routed via count || 1278
|-
| Critical-path cell with the highest stage delay || nor3b_2
|-
| Post-Syn Area || 0.00219 sq mm
|-
| Setup violation total in the final timing report || 0
|-
| Global-route wire length before repair || 7600 um
|-
| Die area || 0.0164 sq mm
|-
| Portion of total power attributed to the clock network || 48.7%
|-
| Achievable frequency || 412 MHz
|-
| CP max FO || 22
|-
| Total Routed Length || about 5300 um
|-
| # DRC || 0
|-
| Cells in synth_stat.txt || 228
|-
| Cell Rows || 39
|-
| Total placed cells including tap cells || 435
|-
| Clock period minus worst slack || 2430 ps
|-
| Largest regs || stageOutput x32
|-
| Relative contribution of sequential cells to total power || between 30 and 40%
|-
| Hold buffer count at cts || 0
|-
| Final-layout setup total negative slack || 0 ps
|-
| Die Y || 128 um
|-
| Number of sinks on the clock net || 32
|-
| Top register by number of flip-flops || stageOutput
|-
| DP Worst Slack || around 2000 ps
|-
| Family with the most delay on the worst path || buffers and inverters
|-
| Quantity of I/O buffers inserted on ports || roughly 69
|-
| Slew @ Worst Pin || between 700 and 800 ps
|-
| Chip Width || 128 um
|-
| Comb pwr share || between 10% and 20%
|-
| Top area cells in the synthesized netlist || buf_4 (53%), dfxtp_1 (29%), a22o_2 (14%), buf_6 (1.5%), a22o_1 (0.80%)
|-
| Worst max-slew margin expressed relative to the limit || 49.7%
|-
| Top cell type's share of synthesized area || 52.7%
|-
| Post-Synthesis Cells || 228
|-
| Flip-flop count of the largest register, all copies and words added || 32
|-
| Initial core utilization || between 10% and 20%
|-
| Post-route antenna net violation count || 0
|-
| TritonCTS buffer count || 5
|-
| Number of synthesized register bits || 32
|-
| Number of antenna violations at the first check in global routing || 0
|-
| Number of distinct library cells after synthesis || 10
|-
| Core ar. || 0.0114 sq mm
|-
| Hold/Removal Path Class || reg -> reg
|-
| Skew final || 0 ps
|-
| Register clock-pin slew on the reported worst setup and hold paths || 50 ps
|-
| Ordered list of cells on the worst path || clkdlybuf4s50_1 -> nor3b_2 -> buf_4 -> a22o_2
|-
| Cell area power density || ~280 mW/mm^2
|-
| Area added between synthesis and finish || 19.3%
|-
| HPWL Detailed || 4550 um
|-
| Yosys stat area || around 0.0022 sq mm
|-
| Number of H-tree levels || 2
|-
| Setup repair after global routing missed its margin || false
|-
| Required time at the endpoint of the critical path || 4910 ps
|-
| Fraction of power spent switching nets || roughly a fifth
|-
| Fraction of layout cells with a size suffix above 1 || 13.7%
|-
| Buffer levels on the longest clock path || 2
|-
| Sequential share of the synthesized area || between 20 and 30%
|-
| Maximum ir drop on the vdd rail || 0.237 mV
|-
| Final tally of hold violations || 0
|-
| Post-route clock period utilization || between 50% and 60%
|-
| Worst Path Buf+Inv || 2
|-
| Sequential cell area in the final layout || roughly 640 sq um
|}
-- metrics by stage --
| stage | instance area [sq um] | util [%] | hold slack [ps] |
|---|---|---|---|
| global route | 2620 | 22.9 | 485 |
| floorplan | 2770 | - | 420 |
| CTS | 2620 | 22.9 | 476 |
| detailed placement | 2450 | 21.5 | 457 |
| global placement | 2450 | 21.5 | 458 |
| finish | 2620 | 22.9 | 471 |
-- metal layers --
layer / global-route usage (%) / share of wire, % / wire length (um)
met5: 0 / 0 / 0
met4: 0.728 / 0.95 / 51
met3: 2.06 / 9.7 / 520
met2: 9.02 / 48 / 2570
met1: 6.91 / 41 / 2210
-- power by group through the flow --
stage	clock [mW]	combinational (mW)	sequential, mW
after global routing	0.380	0.0990	0.291
final	0.356	0.0859	0.290
after CTS	0.369	0.0907	0.290
-- path summary, 6_finish.rpt --
check,from,endpoint,cells after the start,slack [ps]
min,stageOutput[158],stageOutput[158],1,470
max reg2reg,stageOutput[176],stageOutput[176],1,4060
max,clkEn,stageOutput[183],4,2270
min reg2reg,stageOutput[158],stageOutput[158],1,470
-- placed cells by master (no fill, tap or decap), drive strengths merged --
cell type	Yosys	layout
clkinv	0	1
or4b	1	1
a22o	32	32
bufinv	0	1
clkdlybuf4s50	0	69
clkbuf	0	6
conb	1	154
buf	160	2
nor3b	1	1
dfxtp	32	32
o21ai	1	1
-- synthesized netlist by cell type, drive strengths merged --
cell	n
buf	160
or4b	1
dfxtp	32
o21ai	1
nor3b	1
a22o	32
conb	1
-- cells by family (layout without fill, tap and decap cells) --
| group | after synthesis | count (layout) | share of synthesized area (%) |
|---|---|---|---|
| flops | 32 | 32 | 29.2 |
| buf+inv | 160 | 79 | 54.9 |
| simple gates | 2 | 2 | 0.799 |
| other cells | 1 | 154 | 0.171 |
| compound gates | 33 | 33 | 14.9 |
-- area by class of cell --
class	count	area share, %
clock inverters	2	1.34
clock buffers	6	4.93
well taps	143	6.84
multi-input cells	189	35.4
flip-flops and latches	32	24.5
repair buffers	71	27.0
Power figures rest on the tool's default switching activity, not on a simulated workload.
